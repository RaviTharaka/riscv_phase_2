## ./design.v

```verilog
`timescale 1ns / 1ps
module Write_FIFO(
    input           CLK,
    input [31 : 0]  FIFO_DATA,
    input           WRE,
    input           RESETN,
    output          clka,
    output [31 : 0] dina,
    output [31 : 0] addra,
    output [3  : 0] wrea,
    output          ena,
    output          rsta
    );
    reg [31:0] counter = 0;
    assign clka       = CLK;
    assign dina       = FIFO_DATA;
    assign addra      = counter;
    assign wrea       = {4{WRE && (counter < 512)}};
    assign ena        = 1;
    assign rsta       = 0;
    always @(posedge CLK) begin
        if(RESETN == 0) begin
            counter <= 0;
        end
        else begin 
            if(counter < 512 && WRE) begin
                counter <= counter + 4;
            end
        end
     end    
endmodule
```

## ./run.sh

```bash
#!/bin/bash
# OpenROAD 26Q1-2900-gdf79404cd8, Yosys 0.63+post, stock flow scripts
make -C /OpenROAD-flow-scripts/flow DESIGN_CONFIG=/design/flow/config.mk WORK_HOME=/design/flow/orfs finish
```

## ./config.mk

```make
export PLATFORM = sky130hd
export DESIGN_NAME = Write_FIFO
export DESIGN_NICKNAME = Write_FIFO
export VERILOG_FILES = /design/flow/design.v
export SDC_FILE = /design/flow/constraint.sdc
export NUM_CORES = 4
export LEC_CHECK = 1
export CORE_AREA = 10 10 94 94
export DIE_AREA = 0 0 104 104
export SYNTH_HDL_FRONTEND = slang
```

## ./constraint.sdc

```tcl
current_design Write_FIFO

set clk_period 2.6
set clk_io_pct 0.2

create_clock -name clk0 -period $clk_period [get_ports {CLK}]

set non_clock_inputs [all_inputs -no_clocks]
set_input_delay [expr $clk_period * $clk_io_pct] -clock clk0 $non_clock_inputs
set_output_delay [expr $clk_period * $clk_io_pct] -clock clk0 [all_outputs]
```

==> qor.rpt <==
================================================================================
Run status ........................................................ complete, no violations
Post-synthesis async set-or-reset flop share ......................            0
Delay of the slowest critical-path stage ..........................      0.39 ns
Post-Syn Area .....................................................     1400 um2
Fraction of final layout cells with drive strength greater than 1 .        0.159
Worst slew slack as a fraction of its limit .......................        0.662
Sort of element at the start of the critical path .................   clock port
Most frequent cell on the critical path ...........................     clkbuf_8
Synthesis-to-layout area growth ...................................        27.6%
Effective utilization at floorplan ................................        0.205
Global placer's final weighted congestion .........................        0.747
Required arrival time at the worst endpoint .......................      2.08 ns
Cell accounting for the most synthesized area .....................      dfxtp_1
Worst IR drop on VDD ..............................................   0.000240 V
Chain of cells forming the critical path .......................... clkbuf_8 > clkbuf_8 > clkdlybuf4s50_1
Diode insertion count for antenna repair ..........................            0
DR iter-0 viols ...................................................           21
Total via count after detailed routing ............................          884
Cell depth of the worst setup path ................................            3
All-Layer GR Usage ................................................       0.0510
Floorplan Core Area ...............................................     6830 um2
Cell count after synthesis ........................................          139
Worst reg2reg endpoint ............................................     addra[6]
Crit path max-delay cell type ..................................... clkdlybuf4s50_1
Post-detailed-route wirelength per cell ...........................      11.5 um
Launch point of the worst reg-to-reg path .........................    addra[16]
Die Height ........................................................       104 um
Routed Wire Length ................................................      2.84 mm
Critical path buffers and inverters ...............................            3
Die boundary width ................................................       104 um
Leakage power .....................................................     0.712 nW
Synthesis Warnings ................................................            0
Length of the first detailed-routing pass in iterations ...........            4
Final count of hold timing violations .............................            0
Layout Skew .......................................................   0.00810 ns
Proportion of synthesized chip area in sequential cells ...........        0.429
Fin Setup TNS .....................................................         0 ns
Type of the setup path with the least slack ....................... clock port to output pin
CTS tree ..........................................................         done
Power per cell area ...............................................   581 nW/um2
Primary flip-flop cell chosen by synthesis mapping ................      dfxtp_1
Chip area .........................................................    10800 um2
Antenna Nets Post-Route ...........................................            0
Unrepaired setup endpoints after global routing ...................           no
Tool warnings .....................................................           26
Maximum fanout count along the critical path ......................            2
Data arrival time at the worst-slack endpoint .....................      1.92 ns
Global-route wire length before repair ............................      4.48 mm
Setup crit end kind ...............................................   output pin
Antenna violations before repair ..................................            0
Top cells by count ................................................ 40 x buf_4, 30 x dfxtp_1, 24 x and2_1, 5 x nand2_1
Gate family responsible for the most delay along the worst path ... buffers and inverters
Number of standard-cell rows in the floorplan .....................           30
Number of maximum-capacitance constraint violations ...............            0
Boundary Pins .....................................................          106
Final tally of max-slew violations ................................            0
Insertion delay to the later sink of the worst-skew pair ..........      0.38 ns
Setup crit end ....................................................         clka
Pin count of the biggest net entering global routing ..............           18
Proportion of netlist area held by the largest area contributor ...        0.429
Yosys Instances ...................................................          139
Clk slew on worst S/H paths .......................................      0.07 ns
Hold slack ........................................................     0.493 ns
Drt via density ...................................................         3.58
Worst slew pin tran ...............................................     0.506 ns
Number of unique standard cell types used by synthesis ............           22
Number of enable-type register cells in the synthesized netlist ...            0
Leftover overflow at the end of global routing ....................            0
Post-CTS Hold Buffers .............................................            0
Ys flops ..........................................................           30
DRC violations left ...............................................            0
Flip-flop count of the largest register after layout ..............           30
Number of cells on the worst reg-to-reg path ......................            5
Detailed Place HPWL ...............................................      2.05 mm
Number of setup violations in the final report ....................            0
Top cell type by instance count after synthesis ...................        buf_4
Port Buffers ......................................................           37
Kind of path behind the tightest hold check ....................... flip-flop to flip-flop
R2r setup slk .....................................................      0.83 ns
Via count of the first global-routing pass ........................          876
CP startpoint .....................................................          CLK
Yosys chip area ...................................................     1400 um2
Synthesized area per cell .........................................     10.1 um2
Leading cell types by total area after synthesis .................. dfxtp_1 43%, buf_4 21%, and2_1 11%
================================================================================
## routing by layer
layer  wire, um  GRT usage  vias up
met5          0          0        -
met4         35     0.0129        0
met3        313     0.0345        4
met2       1170     0.0689       31
met1       1320     0.0647      409
li1           -          -      440
## repair_timing
action	4_1_cts	5_1_grt
pin swaps	2	1
setup buffers	0	2
setup endpoints to repair	4	4
gates resized	4	5
## final cells by class
cell class | count | area [um2]
Inverter | 2 | 7.51
Timing Repair Buffer | 41 | 408
Multi-Input combinational cell | 66 | 504
Clock buffer | 10 | 134
Fill cell | 740 | 5040
Sequential cell | 30 | 601
Tap cell | 96 | 120
Clock inverter | 2 | 12.5
## worst min-delay path by stage
stage	cells past startpoint	to	from
CTS	1	addra[15]	addra[15]
global route	1	addra[30]	addra[30]
finish	1	addra[15]	addra[15]
## worst register-to-register path, stage by stage (launching register included)
cell	delay, ns
dfxtp_1	0.35
nor4_4	0.36
nand4_4	0.16
buf_4	0.20
or4_1	0.49
a21oi_1	0.15
## per-stage QoR
step                      utilization  area (um2)  instances  setup WS [ns]  power (W)
final                           0.262        1790        247          0.164    0.00104
after global routing            0.262        1790        247          0.133    0.00109
after CTS                       0.259        1770        246        0.00209    0.00107
after detailed placement        0.237        1620        235        -0.0642   0.000543
after global placement          0.237        1620        235        -0.0632   0.000542
after floorplan                     -        1410        141          0.682   0.000547
## logic make-up after synthesis
family,Yosys count,synth area share
simple gates,49,0.265
buf+inv,45,0.228
flops,30,0.429
compound gates,9,0.0420
mux,3,0.0214
other cells,2,0.00536
fa+ha+maj,1,0.00894
## power breakdown
part / internal [W] / leakage [nW] / total [W] / switching, W
clock network: 0.000335 / 0.0727 / 0.000533 / 0.000198
registers: 0.000463 / 0.242 / 0.000466 / 0.00000353
logic: 0.0000231 / 0.398 / 0.0000397 / 0.0000166
## cells in the final DEF (no fill, tap or decap), drive strengths merged, types with 2 or more instances in the layout
cell	n
a21oi	4
and2	24
and3	2
buf	5
clkbuf	9
clkdlybuf4s50	33
conb	4
dfxtp	30
dlymetal6s2s	4
inv	2
mux2i	3
nand2	5
nand2b	2
nand3	3
nor4	5
o31ai	4
or4	4
Power figures rest on the tool's default switching activity, not on a simulated workload.
